$ cat config.mk
export PLATFORM = sky130hd
export DESIGN_NAME = lfsr_16bit
export DESIGN_NICKNAME = lfsr_16bit
export VERILOG_FILES = /design/flow/design.v
export SDC_FILE = /design/flow/constraint.sdc
export NUM_CORES = 4
export LEC_CHECK = 1
export CORE_AREA = 10 10 80 80
export DIE_AREA = 0 0 90 90
$ cat constraint.sdc
current_design lfsr_16bit

set clk_period 1.2
set clk_io_pct 0.2

create_clock -name clk0 -period $clk_period [get_ports {clk}]

set non_clock_inputs [all_inputs -no_clocks]
set_input_delay [expr $clk_period * $clk_io_pct] -clock clk0 $non_clock_inputs
set_output_delay [expr $clk_period * $clk_io_pct] -clock clk0 [all_outputs]
$ cat design.v
module lfsr_16bit(
    input  logic clk,rst,en,  
    output logic [15:0] q   
);
logic [15:0] lfsr_reg;  
logic feedback;  
assign feedback = lfsr_reg[0] ^ lfsr_reg[7] ^ lfsr_reg[15];  
always_ff @(posedge clk,posedge rst) 
begin
    if (rst==1)  
        lfsr_reg <= 16'b1;   
    else if (en==1)
        lfsr_reg <= {lfsr_reg[30:0], feedback};  
end
assign q = lfsr_reg;  
endmodule
$ cat run.sh
#!/bin/bash
# OpenROAD 26Q1-2900-gdf79404cd8, Yosys 0.63+post, stock flow scripts
make -C /OpenROAD-flow-scripts/flow DESIGN_CONFIG=/design/flow/config.mk WORK_HOME=/design/flow/orfs finish
==> results.yml <==
# flow metrics
synthesis:
  synth_cells: 37
  synth.area.top_cells: "sky130_fd_sc_hd__dfrtp_1, sky130_fd_sc_hd__mux2_4, sky130_fd_sc_hd__mux2_2"
  synth-main-ff-cell: "sky130_fd_sc_hd__dfrtp_1"
  synth_area_um2: 660.6
  share_of_flip_flops_with_an_asynchronous_set_or_reset_pct: 100.0
  yosys.area.top_type: "sky130_fd_sc_hd__dfrtp_1"
  yosys.stat.seqShare_pct: 60.80
  synth.mux.area_fraction_pct: 30.68
  total_of_flip_flops_plus_latches_after_synthesis: 16
  synthSimpleGateAreaFrac_pct: 0.5682
  ys.warnings.count: 2
  synthXorXnorAreaFrac_pct: 2.652
  yosys-stat-cells: 37
  ys_sh_adder_pct: 0
  synth_top_cell_by_count: "sky130_fd_sc_hd__dfrtp_1"
  ys_top_logic_family: "multiplexers"
  common_cells: "sky130_fd_sc_hd__dfrtp_1, sky130_fd_sc_hd__mux2_4, sky130_fd_sc_hd__mux2_2"
  yosysUniqueCellTypes: 10
  enable_flop_cells: 0
  yosys.area_share.aoi_pct: 0
  synthDominantCellAreaShare_pct: 56.82
  chip_area_line_of_the_yosys_report_um2: 660.6
  average_cell_area_after_synthesis_um2: 17.85
place:
  post-dp-hpwl_um: 1039
  placement.cell_area_um2: 935.9
  port_buffers: 18
  final_gp_congestion: 0.6726
pwr:
  p_per_area_nw_per_um2: 939.3
  power.share.switching_pct: 19.00
  fin_total_pwr_uw: 983.7
  cell_internal_pwr_uw: 796.9
  seq_power_share_pct: 54.9
  pwr-share-clk_pct: 40.4
  relative_contribution_of_combinational_cells_to_total_power_pct: 4.7
  switching_power_uw: 186.9
  peak_supply_drop_v: 0.0003462
  cellLeakagePower_uw: 0.0005907
finish:
  layout.cell_area.non_filler_um2: 1047
  areaGrowthSynthToFinish_pct: 58.52
  largest_register_ffs: 16
  finish.utilization_pct: 22.17
  drive_gt1_share_pct: 49.32
floorplan:
  placeableCoreArea_um2: 4723
  die_width_um: 90
  top_level_ports: 19
  die_h_um: 90
  pre_place_util_pct: 13.99
  placementRows: 25
  chipArea_um2: 8100
hold_path:
  min_path_type: "primary input to async pin"
final_timing:
  final_max_slew_viol_count: 0
  layout_worst_path_cycle_share_pct: 94.76
  grt_setup_unrepaired: "no"
  final.hold.worst_slack_ns: 0.3059
  worst_max_slew_margin_expressed_relative_to_the_limit_pct: 86.87
  fmax_mhz: 879.4
  period_needed_ns: 1.137
  max_slew.worst_pin.slew_ns: 0.1970
  worst_clock_skew_ns: 0.0006453
  finalSetupTns_ns: 0
  final-setup-viol-count: 0
  final_hold_viol_count: 0
global_route:
  maximum_number_of_pins_on_one_net_before_global_route_repair: 17
  number_of_antenna_violations_at_the_first_check_in_global_routing: 0
  overflow: 0
  vias_in_the_first_global_route: 413
  grt_use_total_pct: 3.496
  global_route_wire_length_before_repair_um: 2297
clock_tree:
  cts_sinks: 16
  cts.root.buffer_cell: "sky130_fd_sc_hd__clkbuf_8"
  cts_tree: "built"
  number_of_buffers_inserted_during_clock_tree_synthesis: 3
  cts.reportedPaths.clkPinSlew_ns: 0.06
  clk_path_buf_depth: 2
  cts.htree.levels: 1
  clock_insertion_delay_worst_skew_ns: 0.24
worst_setup_path:
  endpoint_kind: "flop"
  type_of_element_launching_the_critical_path: "primary input"
  crit_fanout: 16
  criticalPathCategory: "primary input to flop"
  critical_path_arrival_ns: 1.26
  required_ns: 1.33
route:
  avgRoutedWirePerCell_um: 9.986
  ant_nets: 0
  drtIter0Drc: 8
  route.detailed.vias_per_inst: 2.886
  remaining_drc_errors: 0
  num_vias: 404
  diodes: 0
  drtPass1Iterations: 2
  aggregate_routed_wire_length_um: 1398
flow_run:
  max_cap_viol_count: 0
  warning_count: 25
run_status:
  run_status: "finished clean"
[per-stage QoR]
stage               setup slack (ns)  std cells
floorplan                     0.3005         37
global placement             -0.1803        124
detailed placement           -0.1980        124
CTS                         0.005374        140
global route                 0.02965        140
finish                       0.06287        140
[critical path, cell delays in order]
cell                              delay (ns)
sky130_fd_sc_hd__clkdlybuf4s50_1        0.50
sky130_fd_sc_hd__buf_12                 0.17
sky130_fd_sc_hd__mux2_2                 0.34
[worst paths after layout]
path / startpoint / to / slack, ns / depth (start not counted)
max in group asynchronous: rst / lfsr_reg[0]$_DFFE_PP1P_ / 0.65 / 3
max: en / lfsr_reg[14]$_DFFE_PP0P_ / 0.06 / 3
min reg2reg: lfsr_reg[1]$_DFFE_PP0P_ / lfsr_reg[1]$_DFFE_PP0P_ / 0.53 / 1
min: rst / lfsr_reg[10]$_DFFE_PP0P_ / 0.31 / 3
min in group clk0: lfsr_reg[1]$_DFFE_PP0P_ / lfsr_reg[1]$_DFFE_PP0P_ / 0.53 / 1
max reg2reg: lfsr_reg[7]$_DFFE_PP0P_ / lfsr_reg[0]$_DFFE_PP1P_ / 0.24 / 4
[routing by layer]
metal | track usage (%) | share of wire (%)
met2 | 5.085 | 44
met5 | 0 | 0
met4 | 0.1326 | 0
met3 | 2.431 | 10
met1 | 4.388 | 46
[power by group through the flow]
stage | sequential (µW) | clock (µW) | combinational, µW
after CTS | 540 | 414 | 47.7
after global routing | 539 | 441 | 51.0
final | 540 | 397 | 46.5
[what timing repair did]
| action | CTS | global route |
|---|---|---|
| setup buffers | 12 | 0 |
| gates resized | 17 | 1 |
| hold buffers | 0 | 0 |
| endpoints found under the setup margin | 16 | 1 |
| gates cloned | 0 | 0 |
| pin swaps | 0 | 0 |
[cells in the final DEF (no fill, tap or decap)]
cell type / Yosys / final
sky130_fd_sc_hd__mux2_2: 6 / 6
sky130_fd_sc_hd__clkdlybuf4s50_1: 0 / 2
sky130_fd_sc_hd__xnor2_1: 1 / 1
sky130_fd_sc_hd__clkbuf_8: 0 / 3
sky130_fd_sc_hd__clkbuf_2: 0 / 1
sky130_fd_sc_hd__mux2_4: 9 / 9
sky130_fd_sc_hd__dfstp_2: 1 / 1
sky130_fd_sc_hd__inv_1: 1 / 1
sky130_fd_sc_hd__buf_4: 0 / 15
sky130_fd_sc_hd__dfrtp_1: 15 / 15
sky130_fd_sc_hd__xor2_1: 1 / 1
sky130_fd_sc_hd__clkbuf_1: 0 / 1
sky130_fd_sc_hd__buf_12: 1 / 1
sky130_fd_sc_hd__nand2_1: 1 / 1
sky130_fd_sc_hd__dlygate4sd2_1: 0 / 15
[cell families (layout without fill, tap and decap cells)]
kind of cell,count (synthesis),after routing
flip-flops,16,16
multiplexers,15,15
buffers and inverters,3,39
XOR/XNOR,2,2
AND/OR/NAND/NOR,1,1
[cell type report]
type                       instances  area [µm²]
multi-input combinational         18       224.0
clock buffer                       4       45.04
tap                               67       83.83
timing repair buffer              34       289.0
inverter                           1       3.754
sequential                        16       401.6
fill                             502        3676
No activity file was given, so power comes from the tool's default toggle rates.
