`config.mk`:
```
export PLATFORM = sky130hd
export DESIGN_NAME = bin_to_bcd
export DESIGN_NICKNAME = bin_to_bcd
export VERILOG_FILES = /design/flow/design.v
export SDC_FILE = /design/flow/constraint.sdc
export NUM_CORES = 4
export LEC_CHECK = 1
export CORE_AREA = 10 10 105 105
export DIE_AREA = 0 0 115 115
```
`run.sh`:
```
#!/bin/bash
# OpenROAD 26Q1-2900-gdf79404cd8, Yosys 0.63+post, stock flow scripts
make -C /OpenROAD-flow-scripts/flow DESIGN_CONFIG=/design/flow/config.mk WORK_HOME=/design/flow/orfs finish
```
`design.v`:
```
module bin_to_bcd (
  input logic clk, rst, start,
  input logic [7:0] bin,           
  output logic ready, done_tick,   
  output logic [11:0] bcd          
);
  typedef enum {idle, shift, adjust, done} state_type;
  state_type state_reg, state_next;
  logic [7:0] bin_reg, bin_next;   
  logic [11:0] bcd_reg, bcd_next;  
  logic [3:0] count_reg, count_next;  
  always_ff @(posedge clk or posedge rst) begin
    if (rst) begin
      state_reg <= idle;
      bin_reg <= 0;
      bcd_reg <= 0;
      count_reg <= 0;
    end else begin
      state_reg <= state_next;
      bin_reg <= bin_next;
      bcd_reg <= bcd_next;
      count_reg <= count_next;
    end
  end
  always_comb begin
    state_next = state_reg;
    ready = 1'b0;
    done_tick = 1'b0;
    bin_next = bin_reg;
    bcd_next = bcd_reg;
    count_next = count_reg;
    case (state_reg)
      idle: begin
        ready = 1'b1;
        if (start) begin
          bin_next = bin;          
          bcd_next = 12'd0;        
          count_next = 4'd8;       
          state_next = shift;      
        end
      end
      shift: begin
        if (count_reg == 0) begin
          state_next = done;   
        end
        else if (count_reg == 1) begin
          bcd_next = {bcd_reg[10:0], bin_reg[7]}; 
          bin_next = bin_reg << 1;                 
          count_next = count_reg - 1;              
        end
        else begin
          bcd_next = {bcd_reg[10:0], bin_reg[7]}; 
          bin_next = bin_reg << 1;                 
          count_next = count_reg - 1;              
          state_next = adjust;                     
        end
      end
      adjust: begin
        if (bcd_reg[3:0] > 4)
          bcd_next[3:0] = bcd_reg[3:0] + 3;
        if (bcd_reg[7:4] > 4)
          bcd_next[7:4] = bcd_reg[7:4] + 3;
        if (bcd_reg[11:8] > 4)
          bcd_next[11:8] = bcd_reg[11:8] + 3;
        state_next = shift;   
      end
      done: begin
        done_tick = 1'b1;  
        state_next = idle;
      end
      default: state_next = idle;
    endcase
  end
  assign bcd = bcd_reg;  
endmodule
```
`constraint.sdc`:
```
current_design bin_to_bcd

set clk_period 2.6
set clk_io_pct 0.2

create_clock -name clk0 -period $clk_period [get_ports {clk}]

set non_clock_inputs [all_inputs -no_clocks]
set_input_delay [expr $clk_period * $clk_io_pct] -clock clk0 $non_clock_inputs
set_output_delay [expr $clk_period * $clk_io_pct] -clock clk0 [all_outputs]
```
==> results_dict.tcl <==
# implementation run metrics
set metrics [dict create \
    outcome "finished, final reports clean" \
    hold_depth 1 \
    ys_area_sq_mm 0.00160 \
    leakagePower_uw 0.000831 \
    r2r-start "count_reg[0]" \
    viasPerCell 4.17 \
    yosysSeqAreaShare_pct 43.9 \
    dieWidth_microns 115 \
    cts_tree "built" \
    ctsHtreeMaxLevel 1 \
    cell_internal_pwr_uw 1200 \
    simple_gate_share_pct 17.6 \
    track_usage_pct 5.58 \
    hold_start "state_reg[3]" \
    postCtsSetupRepairBufs 0 \
    drtIter0Drc 46 \
    io_buffers 24 \
    vdd_drop_max_mv 0.464 \
    die_y_microns 115 \
    place_ws_ns 0.375 \
    cap_viol_max_count 0 \
    yosys.area.top_type "dfrtp_1" \
    ys_cells 165 \
    lay_top_cells "dfrtp_1, clkdlybuf4s50_1, nor2_1" \
    finalPower_uw 2010 \
    arrival_ns 2.09 \
    fmax_ghz 0.522 \
    final_util_pct 22.9 \
    warnings 30 \
    cts_resized 0 \
    insertion_delay_ns 0.28 \
    power_frac_seq_pct 38.2 \
    routabilityCongestion 0.776 \
    ys.flop_type "dfrtp_1" \
    dr_total_vias 1238 \
    syn_area_sq_mm 0.00160 \
    clockRootBuffer "clkbuf_8" \
    crit_path_end_kind "flip-flop" \
    antennaDiodeCount 0 \
    slew_violations 0 \
    clkPwrFrac_pct 12.2 \
    area_leaders "dfrtp_1, ha_1, mux2i_1" \
    ys_top_logic_family "simple AND/OR/NAND/NOR gates" \
    slowest_delay_ns 0.51 \
    cts.sinks 28 \
    cts_hold_buf 0 \
    dp.cells 293 \
    p_comb_share_pct 49.6 \
    r2r.worst_path.cells 7 \
    antenna_found_initial 0 \
    syn_to_final_growth_pct 25.3 \
    fin_crit_ns 1.91 \
    clock_path_buffers 2 \
    hp-class "flip-flop to flip-flop" \
    numSynthFlops 28 \
    async_flop_share_pct 100 \
    synthCells 165 \
    fin_skew_ns 0.00811 \
    ant_nets 0 \
    worstMarginPinSlew_ns 0.409 \
    wl_per_cell_microns 11.9 \
    rsz0062_at_grt "false" \
    critPathMaxFanout 7 \
    crit_path_start_kind "primary input" \
    syn_area_per_cell_sq_um 9.70 \
    min_period_over_period_pct 73.6 \
    largest_reg_flops 12 \
    chip_area_sq_mm 0.0132 \
    adder_share_pct 7.04 \
    grt_max_degree 29 \
    ys_sh_aoi_pct 16.9 \
    hold_viol 0 \
    setup_tns_ns 0 \
    fp-row-count 34 \
    p_sw_uw 818 \
    layout.cells.non_filler 297 \
    grt_pass1_wl_mm 6.18 \
    worstPathRequired_ns 2.77 \
    relSlewSlack_pct 72.6 \
    io_pins 25 \
    worst_slack_ns 0.685 \
    top_cell_area_share_pct 42.2 \
    p_per_area_mw_per_mm2 1000 \
    ys_warn_count 1 \
    crit_chain "clkdlybuf4s50_1 -> and2b_4 -> nor3_4 -> o21ai_2 -> mux2_4" \
    first_pass_iters 3 \
    crit_type "primary input to flip-flop" \
    swShare_pct 40.6 \
    fp_util_pct 18.3 \
    synthMuxAreaShare_pct 9.23 \
    drt_wl_total_mm 3.53 \
    layout-drive-gt1-share_pct 8.99 \
    crit_start "start" \
    overflow 0 \
    yosysUniqueCellTypes 41 \
    route.detailed.drc 0 \
    grt_pass1_vias 1262 \
    synth_xor_xnor_area_share_pct 0 \
    clk_pin_slew_ns 0.10 \
    lay_top_count "dfrtp_1" \
    synth-edff-count 0 \
    hpwl_mm 2.62 \
    setup_viol 0 \
    cp_slowest_cell "clkdlybuf4s50_1" \
    core_sq_mm 0.00876 \
    cts_buffers 3 \
]
==> cells in the mapped netlist (2+ instances only) <==
master and count:
nand2b_1 3, a22oi_1 4, nor3_2 2, clkbuf_1 3, dfrtp_1 27, o21ai_1 6, a21oi_1 10, a211oi_1 3
nand2_2 2, o2111ai_1 2, o2bb2ai_1 2, nor3_1 3, o21a_1 2, ha_1 9, a211o_1 2, nand2_1 13
inv_1 12, mux2_1 2, mux2i_1 11, nand3_1 4, nor2_1 16, buf_2 3, o21ai_0 6
==> routing by layer <==
layer	vias to the layer above	track usage (%)	routed length (microns)	share of wire, %
li1	626	-	-	-
met4	0	0.495	0	0
met3	0	1.53	143	4.1
met1	591	8.49	1830	52
met2	21	8.00	1560	44
met5	-	0	0	0
==> layout make-up <==
| class | instances | area [sq um] |
|---|---|---|
| clock buffer | 4 | 45.0 |
| fill | 965 | 6760 |
| inverter | 13 | 48.8 |
| multi-input combinational | 117 | 812 |
| sequential | 28 | 702 |
| tap | 108 | 135 |
| timing repair buffer | 27 | 263 |
==> through the flow <==
step / hold WS, ns / area (sq um)
floorplan: 0.410 / 1600
global route: 0.502 / 2010
detailed placement: 0.467 / 1960
finish: 0.482 / 2010
CTS: 0.490 / 2010
global placement: 0.455 / 1960
==> critical path, delay by kind of cell <==
| family | cells | cell delay, ns |
|---|---|---|
| mux | 1 | 0.31 |
| simple gates | 2 | 0.58 |
| buf+inv | 1 | 0.51 |
| compound gates | 1 | 0.16 |
==> power groups by stage <==
stage	registers (uW)	clock network [uW]	logic, uW
CTS	770	256	1010
global route	803	282	1150
finish	770	246	998
==> final timing paths <==
check,endpoint,slack (ns)
min reg2reg,state_reg[0],0.48
min in group asynchronous,bcd_reg[0],0.60
max reg2reg,bin_reg[5],0.78
max,bcd_reg[9],0.69
min,state_reg[0],0.48
max in group asynchronous,state_reg[0],1.68
==> cell families (layout without fill, tap and decap cells) <==
| family | after synthesis | count (layout) |
|---|---|---|
| AND/OR/NAND/NOR | 52 | 52 |
| buffers and inverters | 20 | 44 |
| adder cells (fa/ha/maj) | 9 | 9 |
| flip-flops | 28 | 28 |
| multiplexers | 14 | 14 |
| AND-OR/OR-AND | 42 | 42 |
Power is estimated from default activity; no workload was simulated.
