==> design.v <==
module RegisterBank (
    input logic clock, wr_en, reset,
    input logic [1:0] add_rd0, add_rd1,add_wr,    
    input logic [7:0] wr_data,    
    output logic [7:0] rd0,       
    output logic [7:0] rd1        
);
  logic [7:0] registradores [3:0];
    always_ff @(posedge clock or posedge reset) begin
      if (reset == 1'b1) begin
            registradores[0] <= 8'b0;
            registradores[1] <= 8'b0;
            registradores[2] <= 8'b0;
            registradores[3] <= 8'b0;
        end 
      else if (wr_en == 1'b0) 
        begin
            registradores[add_wr] <= wr_data;
        end
    end
    assign rd0 = registradores[add_rd0];
    assign rd1 = registradores[add_rd1];
endmodule
==> run.sh <==
#!/bin/bash
# OpenROAD 26Q1-2900-gdf79404cd8, Yosys 0.63+post, stock flow scripts
make -C /OpenROAD-flow-scripts/flow DESIGN_CONFIG=/design/flow/config.mk WORK_HOME=/design/flow/orfs finish
==> config.mk <==
export PLATFORM = sky130hd
export DESIGN_NAME = RegisterBank
export DESIGN_NICKNAME = RegisterBank
export VERILOG_FILES = /design/flow/design.v
export SDC_FILE = /design/flow/constraint.sdc
export NUM_CORES = 4
export LEC_CHECK = 1
export CORE_UTILIZATION = 30
==> constraint.sdc <==
current_design RegisterBank

set clk_period 2.0
set clk_io_pct 0.2

create_clock -name clk0 -period $clk_period [get_ports {clock}]

set non_clock_inputs [all_inputs -no_clocks]
set_input_delay [expr $clk_period * $clk_io_pct] -clock clk0 $non_clock_inputs
set_output_delay [expr $clk_period * $clk_io_pct] -clock clk0 [all_outputs]
==> impl_metrics.ini <==
; synthesis and place-and-route metrics
[global_route]
grt_max_degree = 33
antenna_found_initial = 0
grt_pass1_wl_um = 5671
grt_pass1_vias = 1120
grtUsageTotal_pct = 14.51
gr-total-overflow = 0

[sta]
relSlewSlack_pct = 73.41
final-setup-viol-count = 0
period_minus_slack_ns = 1.936
fin_ws_ns = 0.06438
final.period_utilization_pct = 96.78
slew_viol_final = 0
setup_tns_ns = 0
fin_skew_ns = 0
finalHoldViolCount = 0
tightest_slew_ns = 0.3988
rsz0062_at_grt = false
fmax_mhz = 516.6

[yosys]
async_flop_share_pct = 100.0
flop_cell = dfrtp_1
yosys.area.top_type = dfrtp_1
edf_count = 0
syn_inst = 89
top_cells_by_count = dfrtp_1 (32), mux2_2 (32), mux4_2 (16)
synth_stat.cells = 89
ys_warn_count = 2
synth_flops = 32
ys_types = 9
area_leaders = dfrtp_1 (50%), mux2_2 (23%), mux4_2 (23%), nor3b_4 (2.3%), buf_2 (0.63%)
ys_seq_share_pct = 50.12
yosys.area.top_type_share_pct = 50.12
ys_chip_area_um2 = 1598
synth_area_per_cell_um2 = 17.95
syn-cell-area_um2 = 1598

[die]
chipWidth_um = 74.98
initial_core_util_pct = 31.28
fp.dieArea_um2 = 5622
core_area_um2 = 5107
io_pins = 33
die_h_um = 74.98
fp-row-count = 26

[cells_and_area]
final_cells = 213
drive_above_1_share_pct = 55.24
fin_area_um2 = 2276
final_util_pct = 44.56
top_register = registradores
reg_top3 = registradores (32)
nFillCells = 461
largest_reg_flops = 32
syn_to_final_growth_pct = 42.44

[clock_tree]
cts-root-buf = clkbuf_8
cts_made_buffers = 5
cts_sinks = 32
clockBufferDepth = 2
cts_tree = built
cts_hold_buf = 0
clkTransAtPathRegs_ns = 0.06
clk_latency_ns = 0.28
cts_max_level = 2

[routing]
drt-pass1-iter-count = 4
wire_per_inst_um = 16.42
drtIter0Drc = 28
vias = 1022
ant_nets = 0
wirelength_um = 3498
antenna-diode-count = 0
drc = 0
viasPerCell = 4.798

[worst_setup_path]
cp_max_fo = 3
cp-start-kind = register
critical_path_class = reg2out
worstPathRequired_ns = 1.60
crit_arrival_ns = 1.54
cp-end-kind = primary output
rr_worst_depth = 2

[min_path]
hold_path.class = in2async

[placed_design]
dp.cells = 200
pre_cts_ws_ns = -0.4045
dp_hpwl_um = 2610
dpl_cell_area_um2 = 2111
gp_congestion = 0.8066
portBuffers = 32

[power]
ir_drop_mv = 0.4704
p_leak_nw = 0.9830
powerDensity_nw_per_um2 = 822.3

[run]
maxCapViolCount = 0
warnings = 25

[outcome]
status = finished clean
[where the power goes]
group / switching [W] / total [W] / internal [W]
sequential: 0.0000846 / 0.000856 / 0.000772
clock: 0.000219 / 0.000525 / 0.000306
combinational: 0.000125 / 0.000490 / 0.000365
total: 0.000429 / 0.00187 / 0.00144
[through the flow]
stage | hold slack, ns | power (W)
2_1_floorplan | 0.4914 | 0.001098
3_3_place_gp | 0.4998 | 0.001364
3_5_place_dp | 0.5187 | 0.001385
4_1_cts | 0.5040 | 0.001901
5_1_grt | 0.5315 | 0.001984
6_report | 0.4922 | 0.001871
[per-layer routing]
layer	up-vias	wire length [um]	GRT usage, %	share of wire, %
li1	454	-	-	-
met1	539	1396	18.03	40
met2	23	1939	27.43	55
met3	6	97	2.035	2.8
met4	0	63	2.725	1.8
met5	-	0	0	0
[cell usage in the layout (no fill, tap or decap)]
cell	netlist	final
dlymetal6s2s_1	0	6
buf_12	0	2
clkbuf_8	0	7
buf_2	2	2
mux2_2	32	32
dfrtp_1	32	32
buf_6	0	8
nand3b_1	1	1
clkdlybuf4s50_1	0	15
buf_4	0	9
inv_1	1	1
dlygate4sd2_1	0	9
nor3_2	1	1
mux4_2	16	16
nor3b_4	2	2
[path summary, 6_finish.rpt]
| check | start | slack [ns] | end |
|---|---|---|---|
| hold reg to reg | registradores[0][4] | 0.53 | registradores[0][4] |
| setup / recovery | registradores[3][2] | 0.06 | rd1[2] |
| setup reg to reg | registradores[3][6] | 1.11 | registradores[3][6] |
| max in group asynchronous | reset | 1.21 | registradores[2][0] |
| hold / removal | reset | 0.49 | registradores[2][2] |
| min in group clk0 | registradores[0][4] | 0.53 | registradores[0][4] |
[cells by family (layout without fill, tap and decap cells)]
group	count (synthesis)	count (layout)	share of synthesized area, %
buffers and inverters	5	59	1.331
flip-flops	32	32	50.12
multiplexers	48	48	45.11
AND/OR/NAND/NOR	4	4	3.446
[worst max-delay path, stage by stage (launching register included)]
cell and delay (ns):
dfrtp_1 0.38, mux4_2 0.46, clkdlybuf4s50_1 0.41
[layout make-up]
| class | count | area (um^2) | area share (%) |
|---|---|---|---|
| Timing Repair Buffer | 51 | 511.7 | 22.48 |
| Tap cell | 70 | 87.58 | 3.848 |
| Inverter | 1 | 3.754 | 0.1649 |
| Multi-Input combinational cell | 52 | 775.7 | 34.08 |
| Clock buffer | 7 | 96.34 | 4.233 |
| Sequential cell | 32 | 800.8 | 35.18 |
[what timing repair did]
| action | 4_1_cts | 5_1_grt |
|---|---|---|
| endpoints found under the hold margin | 0 | 0 |
| pin swaps | 0 | 0 |
| gates resized | 25 | 6 |
| endpoints found under the setup margin | 16 | 7 |
| setup buffers | 3 | 3 |
| cloned | 0 | 0 |
No activity file was given, so power comes from the tool's default toggle rates.
